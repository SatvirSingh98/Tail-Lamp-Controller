File: ./run.sh
#!/bin/bash
# OpenROAD 26Q1-2900-gdf79404cd8, Yosys 0.63+post, stock flow scripts
make -C /OpenROAD-flow-scripts/flow DESIGN_CONFIG=/design/flow/config.mk WORK_HOME=/design/flow/orfs finish
File: ./config.mk
export PLATFORM = sky130hd
export DESIGN_NAME = tail_lamp_controller
export DESIGN_NICKNAME = tail_lamp_controller
export VERILOG_FILES = /design/flow/design.v
export SDC_FILE = /design/flow/constraint.sdc
export NUM_CORES = 4
export LEC_CHECK = 1
export CORE_AREA = 10 10 79 79
export DIE_AREA = 0 0 89 89
File: ./constraint.sdc
current_design tail_lamp_controller

set clk_period 1.7
set clk_io_pct 0.2

create_clock -name clk0 -period $clk_period [get_ports {clk}]

set non_clock_inputs [all_inputs -no_clocks]
set_input_delay [expr $clk_period * $clk_io_pct] -clock clk0 $non_clock_inputs
set_output_delay [expr $clk_period * $clk_io_pct] -clock clk0 [all_outputs]
File: ./design.v
module tail_lamp_controller(
    input turn_left, turn_right, emergency, clk, rst,
    output reg [2:0] left_indicator_lamp, right_indicator_lamp
);
    localparam s0 = 4'b0000, s1 = 4'b0001, s2 = 4'b0010, s3 = 4'b0011;
    localparam s4 = 4'b0100, s5 = 4'b0101, s6 = 4'b0110, s7 = 4'b0111;
    localparam s8 = 4'b1000, s9 = 4'b1001, s10 = 4'b1010, s11 = 4'b1011;
    localparam s12 = 4'b1100, s13 = 4'b1101, s14 = 4'b1110;
    reg [3:0] pst_state, nxt_state;
    always @(posedge clk) begin
        if (rst)
            pst_state <= s0;
        else
            pst_state <= nxt_state;
    end
    always @(clk, emergency) begin
        if (emergency) begin
            if (rst)
                pst_state <= s0;
            else
                pst_state <= nxt_state;
        end
    end
    always @(turn_left, turn_right, emergency, pst_state) begin
        case (pst_state)
            s0: begin
                if (emergency)
                    nxt_state = s9;
                else if (turn_left && turn_right)
                    nxt_state = s0;
                else
                    nxt_state = turn_left ? s1 : (turn_right ? s5 : s0);
            end
            s1: begin
                if (emergency)
                    nxt_state = s9;
                else if (turn_right)
                    nxt_state = s0;
                else
                    nxt_state = turn_left ? s2 : s0; 
            end
            s2: begin
                if (emergency)
                    nxt_state = s9;
                else if (turn_right)
                    nxt_state = s0;
                else
                    nxt_state = turn_left ? s3 : s0; 
            end
            s3: begin
                if (emergency)
                    nxt_state = s9;
                else if (turn_right)
                    nxt_state = s0;
                else
                    nxt_state = turn_left ? s4 : s0; 
            end
            s4: begin
                if (emergency)
                    nxt_state = s9;
                else if (turn_right)
                    nxt_state = s0;
                else
                    nxt_state = turn_left ? s1 : s0; 
            end
            s5: begin
                if (emergency)
                    nxt_state = s9;
                else if (turn_left)
                    nxt_state = s0;
                else
                    nxt_state = turn_right ? s6 : s0; 
            end
            s6: begin
                if (emergency)
                    nxt_state = s9;
                else if (turn_left)
                    nxt_state = s0;
                else
                    nxt_state = turn_right ? s7 : s0; 
            end
            s7: begin
                if (emergency)
                    nxt_state = s9;
                else if (turn_left)
                    nxt_state = s0;
                else
                    nxt_state = turn_right ? s8 : s0; 
            end
            s8: begin
                if (emergency)
                    nxt_state = s9;
                else if (turn_left)
                    nxt_state = s0;
                else
                    nxt_state = turn_right ? s5 : s0; 
            end
            s9: nxt_state = emergency ? s10 : s0;
            s10: nxt_state = emergency ? s11 : s0;
            s11: nxt_state = emergency ? s12 : s0;
            s12: nxt_state = emergency ? s13 : s0;
            s13: nxt_state = emergency ? s14 : s0;
            s14: nxt_state = emergency ? s9 : s0;
            default: nxt_state = s0;
        endcase
    end
    always @(pst_state) begin
        case (pst_state)
            s0: begin
                left_indicator_lamp = 0;
                right_indicator_lamp = 0;
            end
            s1: begin
                left_indicator_lamp = 0;
                right_indicator_lamp = 0;
            end
            s2: begin
                right_indicator_lamp = 0;
                left_indicator_lamp = 3'b001;
            end
            s3: begin
                right_indicator_lamp = 0;
                left_indicator_lamp = 3'b011;
            end
            s4: begin
                right_indicator_lamp = 0;
                left_indicator_lamp = 3'b111;
            end
            s5: begin
                left_indicator_lamp = 0;
                right_indicator_lamp = 0;
            end
            s6: begin
                left_indicator_lamp = 0;
                right_indicator_lamp = 3'b001;
            end
            s7: begin
                left_indicator_lamp = 0;
                right_indicator_lamp = 3'b011;
            end
            s8: begin
                left_indicator_lamp = 0;
                right_indicator_lamp = 3'b111;
            end
            s9: begin
                left_indicator_lamp = 0;
                right_indicator_lamp = 0;
            end
            s10: begin
                left_indicator_lamp = 3'b001;
                right_indicator_lamp = 3'b001;
            end
            s11: begin
                left_indicator_lamp = 3'b011;
                right_indicator_lamp = 3'b011;
            end
            s12: begin
                left_indicator_lamp = 3'b111;
                right_indicator_lamp = 3'b111;
            end
            s13: begin
                left_indicator_lamp = 3'b011;
                right_indicator_lamp = 3'b011;
            end
            s14: begin
                left_indicator_lamp = 3'b001;
                right_indicator_lamp = 3'b001;
            end
            default: begin
                left_indicator_lamp = 0;
                right_indicator_lamp = 0;
            end
        endcase
    end
endmodule
==> flow_summary.ini <==
; yosys + openroad results
[status]
outcome = stopped before the end
lastStage = synthesis (1_2_yosys)
tool.error = ERROR: Found 4 problems in 'check -assert'.

[synth]
yosysTopAreaCell = ha_1
synth.distinct_cells = 31
yosys_area_um2 = 629
synth_flop_count = 8
topCellsByArea = ha_1, dfxtp_1, dlxtp_1, o21ai_0, a2111oi_4
yosysWarningCount = 1
top_area_share_pct = 15.9
yosys_cells = 78
[Yosys cell counts]
| cell type | number |
|---|---|
| and2_1 | 3 |
| inv_2 | 2 |
| mux2_1 | 1 |
| dfxtp_1 | 4 |
| a2bb2oi_1 | 1 |
| buf_2 | 2 |
| o21ai_0 | 7 |
| a31oi_1 | 2 |
| nand2b_1 | 2 |
| a211o_1 | 1 |
| dlxtp_1 | 4 |
| o22ai_1 | 2 |
| ha_1 | 8 |
| inv_1 | 5 |
| or3_1 | 1 |
| o21ai_1 | 5 |
| a2111oi_4 | 1 |
| nand3_1 | 4 |
| a21oi_1 | 4 |
| nor3b_2 | 1 |
| a22o_1 | 1 |
| a311o_1 | 1 |
| or2_2 | 1 |
| o211ai_1 | 2 |
| a311oi_1 | 1 |
| nand2_1 | 4 |
| nor2_1 | 2 |
| buf_6 | 2 |
| o31ai_1 | 1 |
| and2b_1 | 1 |
| nand2_2 | 2 |
[cells by family after synthesis]
family                   synth area share, %
multiplexers                            1.79
latches                                 9.54
flip-flops                              12.7
adder cells (fa/ha/maj)                 15.9
buffers and inverters                   9.34
AND-OR/OR-AND                           31.8
AND/OR/NAND/NOR                         18.9
